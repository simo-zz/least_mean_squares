[constraint.sdc]
current_design lms_filter

set clk_period 37.9
set clk_io_pct 0.2

create_clock -name clk0 -period $clk_period [get_ports {clk}]

set non_clock_inputs [all_inputs -no_clocks]
set_input_delay [expr $clk_period * $clk_io_pct] -clock clk0 $non_clock_inputs
set_output_delay [expr $clk_period * $clk_io_pct] -clock clk0 [all_outputs]
[design.v]
`timescale 1ns/1ps
module n_adder #(
        parameter DATA_WIDTH = 32
    )
    (
        input signed [DATA_WIDTH-1:0] data_a,
        input signed [DATA_WIDTH-1:0] data_b,
        output signed [DATA_WIDTH-1:0] data_o
    );
    assign data_o = data_a + data_b;
endmodule
module n_mult #(
        parameter DATA_WIDTH = 32
    )
    (
        input signed [DATA_WIDTH-1:0] data_a,
        input signed [DATA_WIDTH-1:0] data_b,
        output signed [DATA_WIDTH-1:0] data_o
    );
    assign data_o = data_a * data_b;
endmodule
module lms_filter
    #(
        parameter DATA_WIDTH = 32,
        parameter MU_BITS = 16,
        parameter FILTER_ORDER = 5
    )
    (
        (* direct_reset = "true" *) input wire reset,
        (* direct_enable = "true" *) input wire clk,
        input wire signed[DATA_WIDTH-1:0] d_in,
        input wire signed[DATA_WIDTH-1:0] x_in,
        input wire signed[DATA_WIDTH-1:0] y_in,
        output wire signed[DATA_WIDTH-1:0] y_out,
        output wire signed[DATA_WIDTH-1:0] err_out
    );
    reg signed [DATA_WIDTH-1:0] d_reg;
    reg signed [DATA_WIDTH-1:0] x_reg [FILTER_ORDER-1:0];
    reg signed [DATA_WIDTH-1:0] y_reg [FILTER_ORDER-1:0];
    reg signed [DATA_WIDTH-1:0] y_sum;
    reg signed [DATA_WIDTH-1:0] w_reg [FILTER_ORDER-1:0];
    wire signed [DATA_WIDTH-1:0] e_w;
    wire signed [DATA_WIDTH-1:0] y_w;
    wire signed [DATA_WIDTH-1:0] xw_mult_w [FILTER_ORDER-1:0];
    wire signed [DATA_WIDTH-1:0] yx_csum_w [FILTER_ORDER-1:0];
    assign y_w = yx_csum_w[FILTER_ORDER-2];
    assign y_out = y_w;
    assign e_w = (d_reg - y_w);
    genvar ic;
    integer i;
    generate
        for (ic = 0; ic < FILTER_ORDER; ic = ic + 1) begin
            n_mult #(
                .DATA_WIDTH(DATA_WIDTH)
            ) n_mult_inst (.data_a(x_reg[ic]), .data_b(w_reg[ic]), .data_o(xw_mult_w[ic]));
        end
    endgenerate
    generate
        for (ic = 0; ic < FILTER_ORDER; ic = ic + 1) begin
            if (ic == 0) begin
                n_adder #(
                    .DATA_WIDTH(DATA_WIDTH)
                ) n_adder_inst (.data_a(xw_mult_w[ic]), .data_b(xw_mult_w[ic+1]), .data_o(yx_csum_w[ic]));
            end
            else begin
                n_adder #(
                    .DATA_WIDTH(DATA_WIDTH)
                ) n_adder_inst (.data_a(yx_csum_w[ic-1]), .data_b(xw_mult_w[ic+1]), .data_o(yx_csum_w[ic]));
            end
        end
    endgenerate
    always @(posedge clk) begin
        if (! reset) begin
            for (i = 0; i < FILTER_ORDER; i = i + 1) begin
                x_reg[i] <= 0;
            end
        end
        else begin
            for (i = 0; i < FILTER_ORDER; i = i + 1) begin
                if (! i)
                    x_reg[i] <= x_in;
                else
                    x_reg[i] <= x_reg[i-1];
            end
        end
    end
    always @(posedge clk) begin
        if (! reset)
            d_reg <= 0;
        else begin
            d_reg <= d_in;
        end
    end
    always @(posedge clk) begin
        if (! reset)
            for (i = 0; i < FILTER_ORDER; i = i + 1) begin
                w_reg[i] <= 0;
            end
        else begin
            for (i = 0; i < FILTER_ORDER; i = i + 1) begin
                w_reg[i] <= w_reg[i] + ((e_w * x_reg[i]) >>> MU_BITS);
            end
        end
    end
endmodule
[run.sh]
#!/bin/bash
# OpenROAD 26Q1-2900-gdf79404cd8, Yosys 0.63+post, stock flow scripts
make -C /OpenROAD-flow-scripts/flow DESIGN_CONFIG=/design/flow/config.mk WORK_HOME=/design/flow/orfs finish
[config.mk]
export PLATFORM = sky130hd
export DESIGN_NAME = lms_filter
export DESIGN_NICKNAME = lms_filter
export VERILOG_FILES = /design/flow/design.v
export SDC_FILE = /design/flow/constraint.sdc
export NUM_CORES = 4
export LEC_CHECK = 1
export CORE_UTILIZATION = 40
==> impl_metrics.toml <==
# flow metrics
[clock_network]
clock_path_buffers = 3
post_cts.repair.setup_buffers = 0
clockRootBuffer = "clkbuf_16"
ctsResizeCount = 0
clock-sinks = 352
cts_buffers = 56
cts_max_level = 2
ctsHoldBuffers = 0
cts_tree = "yes"
clk_latency_ns = 0.82
clkTransAtPathRegs_ns = 0.06

[worst_setup_path]
critical_path.top_delay_family = "adder cells"
cp.arrival_ns = 25.84
crit_type = "flop to flop"
worstSetupStartpointType = "flop"
cpPeakStageDelay_ns = 0.66
timing.critical_path.buf_inv = 12
crit_top_cell = "fa_1"
critPathMaxFanout = 39
required_ns = 38.58
slowest_stage = "dfxtp_2"
end_kind = "flop"

[synth]
synth_async_sr_flop_share_pct = 0
yosysWarnings = 37
yosys.stat.seqShare_pct = 3.988
synth_stat.cells = 19780
synth-edff-count = 0
synthCells = 19780
yosysChipArea_um2 = 176700
ys.flop_type = "dfxtp_1"
postSynthAreaPerCell_um2 = 8.930
syn_area_um2 = 176700
synth_cell_types = 68
ys_ff = 352

[route]
drtPass1Iterations = 6
drt_wl_total_mm = 537.6
dr_total_vias = 123300
drtIter0Drc = 5120
drt-vias-per-instance = 4.879
post_drt_wl_per_cell_um = 21.27
ant_nets = 0
post-route-drc-count = 0

[timing]
rsz0062_at_grt = "no"
hold_viol_final = 0
tns_ns = 0
period_needed_ns = 25.16
min_period_over_period_pct = 66.38
tightest_slew_ns = 1.049
fin_skew_ns = 0.05656
finalSetupViolCount = 0
slew_headroom_pct = 29.59
slew_violations = 0
fmax_mhz = 39.75
whs_ns = 0.6392

[cells_and_area]
final_cell_mix = "inv_1, fa_1, nand2_1"
lay_top_count = "inv_1"
ff_latch_area_um2 = 7134
final_core_util_pct = 42.62
area_growth_syn_to_layout_pct = 5.845
combGateArea_um2 = 147200
drive_gt1_share_pct = 3.584
fillerInstances = 42460
stdcell_count = 25280

[floorplan]
fp.dieW_um = 666.6
core_area_um2 = 438700
dieArea_um2 = 444400
std_cell_rows = 243
pin_count = 162
dieHeight_um = 666.6
floorplan.core_util_pct = 40.27

[placement]
dp_hpwl_mm = 432.3
dpl.cell_count = 25140
gp_congestion = 1.006
port_buffers = 97

[grt]
gr-total-overflow = 0
track_usage_pct = 26.99
first_global_vias = 134900
grt_pass1_wl_mm = 834.0
grt_max_degree = 60
antenna_found_initial = 31

[run_status]
status = "completed"

[min_path]
worstHoldPathType = "flop to flop"

[run]
warnings = 67
maxCapViolations = 0
[synthesized netlist by cell type, drive strengths merged, types with 8 or more instances]
cell type,count,share of area [%]
nand4,10,0.035
a21o,79,0.34
nand3,18,0.051
o21ai,83,0.24
a211oi,12,0.051
a2111oi,8,0.054
xor2,142,0.70
xnor2,693,3.4
nor3b,8,0.034
nor2b,172,0.61
and2,2234,7.9
nand2b,74,0.26
inv,4983,11
a31oi,8,0.032
o21bai,61,0.26
clkbuf,1052,2.2
o21a,54,0.23
ha,1648,12
dfxtp,352,4.0
fa,4302,49
nor3,98,0.28
nand2,3136,6.7
a21boi,8,0.034
buf,58,0.19
nor2,251,0.53
a21oi,162,0.47
[cell type report]
class,count,area share (%)
Timing Repair Buffer,554,2.356
Sequential cell,352,3.815
Multi-Input combinational cell,13370,78.72
Clock inverter,36,0.2703
Tap cell,5880,3.934
Clock buffer,70,0.8537
Inverter,4983,10.00
Antenna cell,31,0.04148
[per-layer routing]
| layer | GRT usage [%] | part of all wire, % | up-vias |
|---|---|---|---|
| met5 | 1.215 | 0.12 | - |
| met4 | 10.21 | 5.1 | 32 |
| met3 | 13.93 | 13 | 797 |
| met2 | 40.60 | 46 | 4585 |
| met1 | 33.85 | 36 | 62900 |
| li1 | - | - | 55010 |
[worst paths after layout]
path | start | to | slack [ns] | cells past startpoint
hold reg to reg | w_reg[4][0] | w_reg[4][0] | 0.64 | 2
setup / recovery | x_reg[3][5] | w_reg[3][30] | 12.74 | 92
hold / removal | w_reg[4][0] | w_reg[4][0] | 0.64 | 2
setup reg to reg | x_reg[3][5] | w_reg[3][30] | 12.74 | 92
[worst register-to-register path, delay by kind of cell, from the launching register on]
family	cells	cell delay [ns]
fa+ha+maj	23	10.50
compound gates	23	5.47
xor+xnor	18	4.00
simple gates	16	2.55
buf+inv	12	1.85
flops	1	0.66
[cells by family after synthesis]
kind of cell	Yosys count	share of synthesized area (%)
adders and majority gates	5950	60.42
and+or+nand+nor	6036	16.52
other	1	0.002122
DFF	352	3.988
muxes	1	0.005666
xor gates and xnor gates	835	4.139
AOI/OAI and AO/OA	516	1.914
buffers and inverters	6093	13.01
[per-stage QoR]
step                      instance area, um^2  setup slack [ns]
final                                  187000             12.74
after floorplan                        176800             15.83
after global routing                   186900             11.24
after global placement                 184800             13.10
after detailed placement               184800             13.02
after CTS                              186900             12.88
